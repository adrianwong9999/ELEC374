[./design.v]
module mux_16X1(
  output [31:0] out,
  input [31:0] in0, in1, in2, in3, in4, in5, in6, in7, in8, in9, in10, in11, in12, in13, in14, in15,
  input selectSignal1, selectSignal2, selectSignal3, selectSignal4);
  wire[31:0] outA, outB;
  mux_8X1 m1 (outA, in0, in1, in2, in3, in4, in5, in6, in7, selectSignal1, selectSignal2, selectSignal3);
  mux_8X1 m2 (outB, in8, in9, in10, in11, in12, in13, in14, selectSignal1, selectSignal2, selectSignal3);
  mux_2X1 m3 (out, outA, outB, selectSignal4);
endmodule
`timescale 1ns/10ps
module mux_2X1(
	output reg [31:0] out,
	input [31:0] in0, in1, 
	input selectSignal);
	always@(*)  
	begin
		if (selectSignal == 1)
			out[31:0] <= in1[31:0];
		else
			out[31:0] <= in0[31:0];
		end
endmodule
module mux_32X1(
  output[31:0] out,
  input [31:0] in0, in1, in2, in3, in4, in5, in6, in7,
  input [31:0] in8, in9, in10, in11, in12, in13, in14, in15,
  input [31:0] in16, in17, in18, in19, in20, in21, in22, in23,
  input [31:0] in24, in25, in26, in28, in29, in30, in31,
  input selectSignal1, selectSignal2, selectSignal3, selectSignal4, selectSignal5);
  wire [31:0] outA, outB;
  mux_16X1 M1 (outA, in0, in1, in2, in3, in4, in5, in6, in7, in8, in9, in10, in11, in12, in13, in14, in15, selectSignal1, selectSignal2, selectSignal3, selectSignal4);
  mux_16X1 M2 (outB, in16, in17, in18, in18, in19, in20, in21, in22, in23, in24, in25, in26, in28, in29, in30, in31, selectSignal1, selectSignal2, selectSignal3, selectSignal4);
  mux_2X1 M3 (out, outA, outB, selectSignal5);
endmodule
module mux_4X1(
	output [31:0] out,
	input [31:0] in0, in1, in2, in3, 
	input selectSignal1, selectSignal2);
	wire[31:0] outA, outB;
	mux_2X1 m1(outA, in0, in1, selectSignal1);  
	mux_2X1 m2(outB, in2, in3, selectSignal1);  
	mux_2X1 m3(out, outA, outB, selectSignal2);  
endmodule
module mux_8X1(
  output [31:0] out,
  input [31:0] in0, in1, in2, in3, in4, in5, in6, in7, 
  input selectSignal1, selectSignal2, selectSignal3);
  wire[31:0] outA, outb;
  mux_4X1 M1(outA, in0, in1, in2, in3, selectSignal1, selectSignal2);  
  mux_4X1 M2(outB, in4, in5, in6, in7, selectSignal1, selectSignal2);  
  mux_2X1 M3(out, outA, outB, selectSignal3);  
endmodule
[./run.sh]
#!/bin/bash
# OpenROAD 26Q1-2900-gdf79404cd8, Yosys 0.63+post, stock flow scripts
make -C /OpenROAD-flow-scripts/flow DESIGN_CONFIG=/design/flow/config.mk WORK_HOME=/design/flow/orfs finish
[./config.mk]
export PLATFORM = sky130hd
export DESIGN_NAME = mux_32X1
export DESIGN_NICKNAME = mux_32X1
export VERILOG_FILES = /design/flow/design.v
export SDC_FILE = /design/flow/constraint.sdc
export NUM_CORES = 4
export LEC_CHECK = 1
export CORE_AREA = 10 10 396 396
export DIE_AREA = 0 0 406 406
[./constraint.sdc]
current_design mux_32X1

set clk_period 2.6
set clk_io_pct 0.2

create_clock -name clk0 -period $clk_period

set non_clock_inputs [all_inputs -no_clocks]
set_input_delay [expr $clk_period * $clk_io_pct] -clock clk0 $non_clock_inputs
set_output_delay [expr $clk_period * $clk_io_pct] -clock clk0 [all_outputs]
==> impl_metrics.ini <==
; generated from flow reports
[worst_setup_path]
critPathLaunchType = input port
cp.arrival_ns = 2.12
cp_slowest_cell = mux4_2
end_kind = output pin
path_buffers = 5
cpPeakStageDelay_ns = 0.53
cp_cell_sequence = buf_12, buf_16, buf_4, buf_16, mux4_2, mux2i_2, o22ai_2, buf_12
cp.required_ns = 2.08
path_max_fanout = 8
worstSetupPathType = in -> out
crit_family = multiplexers

[final_timing]
layout_setup_ws_ns = -0.04039
min_period_ns = 2.640
finalClockPeriodUsage = 1.016
fmax_mhz = 378.7
finalSetupViolCount = 4
report.final.slew_viol_count = 0
hold_viol = 0
grt_setup_unrepaired = true
tightest_slew_ns = 0.3925
slew_headroom = 0.7356

[logic_synthesis]
yosys.area_share.xor_xnor = 0
synth.area.top_cells = mux4_2 50%, mux2i_1 23%, mux4_1 4.6%
synth.area.mux_share = 0.7768
top_area_frac = 0.4974
yosysMostFrequentCell = mux2i_1
ys_chip_area_um2 = 4030
top_cells_by_count = 93 x mux2i_1, 89 x mux4_2, 33 x o21ai_0
yosysTopAreaCell = mux4_2
syn_area_um2 = 4030
synth_cell_types = 29
postSynthSeqShare = 0
ys_sh_simple = 0.03663
syn_area_per_cell_um2 = 11.51
synth_cells = 350
compound_area_frac = 0.1099
ys_warn_count = 7
yosys-stat-cells = 350
top_logic_kind = multiplexers
synth.cellmix.adderShare = 0

[flow_run]
max_cap_viol_count = 0
warnings = 538

[min_path]
min_to = out[17]
hold_class = in -> out
holdCritStartpoint = selectSignal3
worst_hold_path.num_cells = 5

[pwr]
switching_share = 0.3811
p_leak_nw = 4.351
clockPowerShare = 0
switching_power_mw = 0.8447
p_comb_frac = 1.000
power.density_nw_per_um2 = 168.8
seqPwrFrac = 0
ir_drop_mv = 0.07422
p_int_mw = 1.372

[global_route]
grt_max_degree = 22
antenna_found_initial = 88
grt.total_usage = 0.08365
grt_pass1_wl_mm = 85.25
grt-ovfl-total = 0
grt_pass1_vias = 7099

[place]
place_congestion = 0.9455
dpl.hpwl_mm = 65.53
port_buffers = 525
place_inst = 2841

[cells_and_area]
fin_cells = 2888
drive_above_1_share = 0.2962
regArea_um2 = 0
area_growth_pct = 225.8
clkbuf_count = 0
ff_count = 0
utilization = 0.08881

[floorplan]
fp_util = 0.02726
fp.dieH_um = 406
die-area_um2 = 164800
coreArea_um2 = 147800
io_pins = 1029
die_w_um = 406
row_count = 141

[run_status]
violations = setup timing
status = finished with violations

[route]
vias = 6437
drt_iter0_markers = 224
vias_per_cell = 2.229
wl_mm = 71.16
dr.pass1.iters = 5
routedWlPerCell_um = 24.64
final_antenna_net_count = 0
drc = 0
[tightest hold or removal path: cells and delay by family]
family | cells | cell delay, ns
AOI/OAI and AO/OA | 1 | 0.08
and+or+nand+nor | 1 | 0.18
buffers and inverters | 3 | 0.43
[metrics by stage]
stage / power [mW] / instance area [µm²] / setup TNS (ns) / worst slack (ns) / hold slack (ns)
after floorplan: 0.5770 / 4030 / 0 / 0.5060 / 1.235
after detailed placement: 2.116 / 12340 / -8.354 / -0.4967 / 1.862
final: 2.216 / 13130 / -0.1082 / -0.04039 / 1.728
after global placement: 2.114 / 12340 / -8.314 / -0.4845 / 1.864
after global routing: 2.368 / 13100 / -0.8768 / -0.1079 / 1.823
after CTS: 2.281 / 13040 / -0.4640 / -0.09836 / 1.780
[logic make-up after synthesis]
kind of cell	Yosys count
and+or+nand+nor	37
buffers and inverters	48
muxes	190
AOI/OAI and AO/OA	75
[cell usage in the layout (no fill, tap or decap), types with 4 or more instances in the layout]
cell type	instances
buf_16	7
mux2i_4	4
mux4_2	92
o21ai_1	9
buf_12	37
mux2i_2	10
buf_6	21
dlygate4sd2_1	16
mux2i_1	79
diode_2	16
o22ai_1	14
buf_8	6
clkdlybuf4s50_1	467
o22ai_2	14
o21ai_0	25
dlymetal6s2s_1	5
buf_4	74
mux4_1	4
nand2_1	32
[layer usage]
metal / track usage / vias up / routed length [µm]
met3: 0.04475 / 134 / 9797
met4: 0.004436 / 32 / 1043
li1: - / 2727 / -
met5: 0 / - / 206
met1: 0.09923 / 2930 / 27690
met2: 0.1397 / 614 / 32420
[worst max-delay path by stage]
stage	start	cells after the start	slack (ns)	end
final	selectSignal1	8	-0.04	out[23]
after CTS	selectSignal1	7	-0.1	out[0]
after global routing	selectSignal1	8	-0.11	out[23]
[power by group through the flow]
stage | clock network [mW] | registers, mW | logic, mW
finish | 0.000000494 | 0 | 2.22
global route | 0.000000260 | 0 | 2.37
CTS | 0 | 0 | 2.28
[final cells by class]
cell class	instances	area [µm²]
fill	17120	134700
inverter	3	18.77
multi-input combinational	302	3933
timing repair buffer	637	6724
antenna	16	40.04
tap	1930	2415
[timing repair]
| item | CTS | global route |
|---|---|---|
| endpoints found under the setup margin | 31 | 27 |
| gates cloned | 5 | 0 |
| hold buffers | 0 | 0 |
| resized | 129 | 33 |
| buffers inserted | 28 | 3 |
| endpoints found under the hold margin | 0 | 0 |
| pin swaps | 16 | 16 |
Power and IR drop assume default switching activity.
